==> ./design.v <==
module MovLight( CLOCK_50, LEDG, KEY);
	input [3:0] KEY;
	input CLOCK_50;
	output [7:0] LEDG;
	wire nclk;
	wire [26:0] rate;
	button but (KEY[0], rate);
	clocker c (CLOCK_50, nclk, rate);
	bar b (nclk, LEDG, KEY[0]);
endmodule
module bar(clk, leds, key);
	input clk;
	input key;
	output reg [7:0] leds;
	reg [7:0] barlight = 8'b00000001;
	always@ (posedge clk) begin
		if (barlight == 8'b00000001) begin
			barlight = 8'b10000000;
		end
		else begin
			barlight = barlight >> 1;
		end
		leds = barlight;
	end
endmodule
module button(key, rate);
	input key;
	output reg [26:0] rate;
	reg [1:0] index;
	reg [26:0] speed1 = 250000;
	reg [26:0] speed2 = 2500000;
	reg [26:0] speed3 = 25000000;
	reg [26:0] speed4 = 250000000;
	always@ (posedge key) begin
			if (index == 2'b11) begin
				index = 2'b00;
			end
			else index = index + 1;
			case (index)
				2'b00: rate = speed1;
				2'b01: rate = speed2;
				2'b10: rate = speed3;
				2'b11: rate = speed4;
				default: rate = speed1;
			endcase
	end
endmodule
module clocker(clk, l, rate);
	input [26:0] rate;
	input clk;
	output reg l;
	reg [26:0] w0;
	always@ (posedge clk) begin
		if (w0 == rate) begin
			l = ~l;
			w0 = 0;
		end
		else w0 = w0 + 1;
	end
endmodule
module mux4to1 (a, b, c, d, ctrl, out);
	input [26:0] a, b, c, d;
	input [1:0] ctrl;
	output [26:0] out;
	wire [26:0] w0, w1;
	mux2to1 m0 (a, b, ctrl[1], w0);
	mux2to1 m1 (c, d, ctrl[1], w1);
	mux2to1 m2 (w0, w1, ctrl[0], out);
endmodule
module mux2to1(a, b, ctrl, out);
	input [26:0] a, b;
	input ctrl;
	output [26:0] out;
	assign out = (~ctrl&a) | (ctrl&b);
endmodule
==> ./run.sh <==
#!/bin/bash
# OpenROAD 26Q1-2900-gdf79404cd8, Yosys 0.63+post, stock flow scripts
make -C /OpenROAD-flow-scripts/flow DESIGN_CONFIG=/design/flow/config.mk WORK_HOME=/design/flow/orfs finish
==> ./config.mk <==
export PLATFORM = sky130hd
export DESIGN_NAME = MovLight
export DESIGN_NICKNAME = MovLight
export VERILOG_FILES = /design/flow/design.v
export SDC_FILE = /design/flow/constraint.sdc
export NUM_CORES = 4
export LEC_CHECK = 1
export CORE_UTILIZATION = 30
==> ./constraint.sdc <==
current_design MovLight

set clk_period 3.6
set clk_io_pct 0.2

create_clock -name clk0 -period $clk_period [get_ports {CLOCK_50}]
create_clock -name clk1 -period $clk_period [get_ports {KEY}]

set non_clock_inputs [all_inputs -no_clocks]
set_input_delay [expr $clk_period * $clk_io_pct] -clock clk0 $non_clock_inputs
set_output_delay [expr $clk_period * $clk_io_pct] -clock clk0 [all_outputs]
==> job_summary.md <==
## Synthesis and layout report

| Metric | Value |
|---|---|
| I/O pin total | 13 |
| Asr flop ratio synth | 0 |
| Endpoints left unconstrained | 24 |
| Endpoints failing setup | 0 |
| Fp util | 0.311 |
| Reg2Reg Setup Slack | 1.33 ns |
| Crit start category | flop |
| Mean routed wirelength per cell | 11.9 µm |
| Chip Area, Yosys | 2260 µm² |
| WP data required | 3.60 ns |
| Synth Area in Compound Gates | 0.130 |
| First-pass GRT wire length | 6960 µm |
| Clk_skew | 0.00667 ns |
| Area leader share | 0.479 |
| Crit end category | flop |
| Detailed-route DRC error count | 0 |
| HP Class | reg -> reg |
| GR Util All Layers | 0.114 |
| Main logic family | simple AND/OR/NAND/NOR gates |
| Power Density | 283 nW/µm² |
| Non-filler cells, final | 330 |
| Cell type with the largest total area | dfxtp_1 |
| Maxcap violations | 0 |
| Basic Gates by Area | 0.193 |
| RD Place Congestion | 0.878 |
| P_leak | 0.942 nW |
| Synthesized area | 2260 µm² |
| Biggest area cells | dfxtp_1 48%, xnor2_1 6.6%, ha_1 5.0%, a22oi_1 3.3%, or3_1 2.8% |
| # hold bufs at CTS | 0 |
| Arrival @ worst endpoint | 2.27 ns |
| Post-Route WL | 3940 µm |
| Layout cells sized above 1 | 0.0736 |
| Sum Neg Setup Slack | 0 ns |
| PostCTS Resize Cnt | 0 |
| Relative slew slack | 0.387 |
| Post-DP Area | 2420 µm² |
| Main flop type | dfxtp_1 |
| Drt via density | 4.77 |
| Die Size | 7880 µm² |
| Xor+xnor area frac | 0.0776 |
| Overall die width | 88.8 µm |
| Final HPWL DP | 2840 µm |
| Area growth syn-to-layout | 11.1% |
| Yosys warns | 3 |
| Cells along the critical path | or3_1 -> a221oi_2 -> buf_4 -> and2_1 |
| Drt pass-1 iters | 4 |
| Initial antenna violation count | 0 |
| Most frequent cells in the layout | 54 x dfxtp_1, 17 x xnor2_1, 14 x inv_1 |
| Status | complete, no violations |
| Antenna Cells | 0 |
| Critical setup path kind | reg -> reg |
| WHS Path Cells | 1 |
| Post-synth EDFFs | 1 |
| Post-synthesis instance total | 229 |
| VDD IR max | 0.202 mV |
| Dominant logic cell type in the layout | dfxtp_1 |
| Syn avg cell area | 9.86 µm² |
| Final hold vios | 0 |
| Post-route ant nets | 0 |
| Number of port buffers | 8 |
| Crit-path max FO | 19 |
| Register share after synthesis | 0.492 |
| Worst r2r dst | c.l |
| Crit. Startpoint | c.w0[8] |
| Largest net degree at the start of global routing | 20 |
| Adder-Cell Fraction of Synth Area | 0.0499 |
| Via count | 1574 |
| Comb gate area | 1040 µm² |
| Max stage delay on crit path | 0.69 ns |
| Overall Power | 0.711 mW |
| Post-CTS Setup Inserts | 0 |
| Final core occ | 0.346 |
| Standard-cell rows | 31 |
| Final Cell Area | 2510 µm² |
| Tool warnings | 58 |
| Cells in synth_stat.txt | 229 |
| Register Area | 1110 µm² |
| Slowest CP cell | a221oi_2 |
| Worst-margin pin slew | 0.913 ns |
| Die H | 88.8 µm |
| Initial DRC Count | 84 |
| Cell Type Count | 39 |
| Synth Register Bits | 55 |
| FF-to-FF path depth | 4 |
| RSZ-0062 raised after global routing | no |
| CTS tree | yes |
| Mux area share | 0.00443 |
| Vias in the first global route | 1488 |
| Critical Path End | c.l |
| # fillers | 731 |
| Total grt overflow | 0 |
| Clk pin slew, worst setup/hold paths | 0.10 ns |
| Inst Count DP | 322 |
| Core Area | 7250 µm² |
| FF-to-FF Start | c.w0[8] |
| Slew Limit Fails | 0 |
| Register pins left without a clock | 16 |
[cells by family after synthesis]
logic type | Yosys count
flip-flops | 55
AND/OR/NAND/NOR | 71
AND-OR/OR-AND | 43
multiplexers | 1
buffers and inverters | 30
XOR/XNOR | 20
adder cells (fa/ha/maj) | 9
[routing by layer]
metal  vias to the layer above  wire [µm]  GRT usage
met4                         0         40     0.0205
met2                        24       1800      0.185
met5                         -          0          0
met1                       733       2010      0.171
li1                        815          -          -
met3                         2         90     0.0123
[synthesized netlist by cell type (2+ instances only)]
| cell type | instances |
|---|---|
| clkbuf_1 | 10 |
| ha_1 | 9 |
| or2_2 | 2 |
| inv_1 | 14 |
| xnor2_1 | 17 |
| buf_2 | 3 |
| a21oi_1 | 10 |
| a21boi_0 | 4 |
| clkbuf_2 | 3 |
| nor2_1 | 4 |
| dfxtp_1 | 54 |
| nor4_1 | 3 |
| nand3_1 | 8 |
| o21ai_0 | 9 |
| o31ai_1 | 3 |
| nor3_1 | 6 |
| and4_1 | 2 |
| and3_1 | 7 |
| a22oi_2 | 2 |
| or3_1 | 10 |
| xor2_1 | 3 |
| or4_1 | 6 |
| nand2_1 | 8 |
| nand4_1 | 8 |
| a22oi_1 | 10 |
[sequential cells by signal, indices dropped and copies added, names as in the netlist]
signal	cells
b.barlight	8
b.leds	8
but.rate	10
c.l	1
but.index	1
c.w0	27
[report_power, final]
part | switching [mW] | internal [mW] | leakage (nW) | total (mW)
logic | 0 | 0 | 0.451 | 0.000000451
registers | 0 | 0.433 | 0.446 | 0.433
clock network | 0.122 | 0.155 | 0.0455 | 0.278
total | 0.122 | 0.589 | 0.942 | 0.711
[area by class of cell]
| class | instances | share of cell area |
|---|---|---|
| multi-input combinational | 144 | 0.413 |
| timing repair buffer | 10 | 0.0379 |
| clock buffer | 8 | 0.0359 |
| inverter | 14 | 0.0209 |
| tap | 99 | 0.0494 |
| sequential | 55 | 0.443 |
[worst max-delay path: cells and delay by family (launching register included)]
family | cells | cell delay, ns
flip-flops | 1 | 0.38
AND-OR/OR-AND | 1 | 0.69
AND/OR/NAND/NOR | 2 | 0.56
buffers and inverters | 1 | 0.36
[metrics by stage]
step	setup WS (ns)	hold WS, ns
after floorplan	1.66	0.448
after global placement	1.32	0.473
after detailed placement	1.34	0.487
after CTS	1.31	0.497
after global routing	1.19	0.531
final	1.33	0.491
[how the worst min path moves through the flow]
stage	to	slack (ns)	startpoint
after CTS	but.index[0]	0.50	but.index[0]
after global routing	but.index[0]	0.53	but.index[0]
final	but.index[0]	0.49	but.index[0]
Power is estimated from default activity; no workload was simulated.
