==> /design/flow/design.v <==
module Mod8Counter(CLOCK_50, HEX0);
	input CLOCK_50;
	output [6:0] HEX0;
	wire nclk;
	wire [2:0]count;
	clk c(CLOCK_50, nclk);
	mod8Count m(nclk,count);
	mux8 m1(count, HEX0);
endmodule
module mod8Count(clkin, count);
	input clkin;
	output reg [2:0] count;
	always @ (posedge clkin) begin
		if (count == 7) begin
			count = 3'b000;
		end
		else count = count + 1;
	end
endmodule
module mux8(a,hex);
	input [2:0]a;
	output reg [6:0]hex;
	always @ (a) begin
		case (a)
			3'd0: hex = 7'b1000000;
			3'd1: hex = 7'b1111001;
			3'd2: hex = 7'b0100100;
			3'd3: hex = 7'b0110000;
			3'd4: hex = 7'b0011001;
			3'd5: hex = 7'b0010010;
			3'd6: hex = 7'b0000010;
			3'd7: hex = 7'b1111000;
			default hex = 7'b1000000;
		endcase
	end
endmodule
module clk(clkin,clkout);
	input clkin;
	output reg clkout;
	reg [26:0] count;
	always @ (posedge clkin) begin
		if (count==25000000) begin
			clkout = ~clkout;
			count = 0;
		end
		else count = count +1;
	end
endmodule
==> /design/flow/run.sh <==
#!/bin/bash
# OpenROAD 26Q1-2900-gdf79404cd8, Yosys 0.63+post, stock flow scripts
make -C /OpenROAD-flow-scripts/flow DESIGN_CONFIG=/design/flow/config.mk WORK_HOME=/design/flow/orfs finish
==> /design/flow/config.mk <==
export PLATFORM = sky130hd
export DESIGN_NAME = Mod8Counter
export DESIGN_NICKNAME = Mod8Counter
export VERILOG_FILES = /design/flow/design.v
export SDC_FILE = /design/flow/constraint.sdc
export NUM_CORES = 4
export LEC_CHECK = 1
export CORE_AREA = 10 10 111 111
export DIE_AREA = 0 0 121 121
==> /design/flow/constraint.sdc <==
current_design Mod8Counter

set clk_period 6.0
set clk_io_pct 0.2

create_clock -name clk0 -period $clk_period [get_ports {CLOCK_50}]

set non_clock_inputs [all_inputs -no_clocks]
set_input_delay [expr $clk_period * $clk_io_pct] -clock clk0 $non_clock_inputs
set_output_delay [expr $clk_period * $clk_io_pct] -clock clk0 [all_outputs]
==> flow_summary.ini <==
; generated from flow reports
[run_status]
status = finished, final reports clean

[logic_synthesis]
edf_count = 1
synth-seq-area-share_pct = 46.5
syn_avg_cell_area_um2 = 9.76
flop_cell = dfxtp_1
synthArstFlopShare_pct = 0
ys_chip_area_um2 = 1660
syn_inst = 170
ys_ff = 38
yosys_warnings = 3
syn_area_um2 = 1660
synthDistinctLibCells = 40
synth_stat.cells = 170

[die]
row_count = 36
core_area_um2 = 9860
die_y_um = 121
die-area_um2 = 14600
fp_util_pct = 16.8
die_x_um = 121
io_pins = 8

[power]
powerDensity_nw_per_um2 = 150
irDropWorstVdd_mv = 0.0745
p_total_uw = 290
power_leakage_nw = 0.637

[critical_path]
critPathLaunchType = flop
crit_start = c.count[0]
endpoint_kind = flop
critical_path.reg2reg.startpoint = c.count[0]
critPathMaxFanout = 11
crit_required_ps = 5990
crit_type = flop to flop
critPathArrivalTime_ps = 1910

[drt]
antenna_left = 0
drtIter0Drc = 58
n_antenna_cell = 0
routed_wirelength_um = 2840
drc_errors = 0
vias_per_cell = 3.77
wl_per_cell_um = 9.07
first_pass_iters = 4
vias = 1181

[sta]
setup_viol = 0
skew_ps = 6.95
maxSlewHeadroom_pct = 56.5
fin_crit_sh_pct = 32.0
tns_ps = 0
rsz0062_at_grt = false
worstMarginPinSlew_ps = 648
untimed_endpoints = 17
fmax_mhz = 521
hold_ws_ps = 473
unclocked_regs = 10
hold_violations = 0
min_period_ps = 1920
slew_violations = 0

[clock_network]
clkTransAtPathRegs_ps = 90
ctsResizeCount = 0
clockBufferDepth = 2
ctsHoldBuffers = 0
cts_tree = done
ctsHtreeMaxLevel = 1
numCtsBuffers = 3
worstSkewPairLatency_ps = 270
clock-root-buffer = clkbuf_8
post_cts_buffers = 0

[run]
warnings = 26
max_cap_viol_count = 0

[grt]
grt_first_pass_wirelength_um = 5150
antenna_found_initial = 0
grt_pass1_vias = 1101
grt_start_max_net_pins = 16
track_usage_pct = 4.02
grt-ovfl-total = 0

[placement]
place_congestion = 0.853
place_hpwl_um = 2160
io_buffers = 7
dp_cells = 309

[final_layout]
drive_gt1_share_pct = 9.44
area_delta_synth_final_pct = 16.7
stdcell_count = 313
final_util_pct = 19.6

[min_path]
hold_class = flop to flop
hp-start = c.count[20]
-- report_power, final --
part / internal, mW / switching (mW) / leakage, nW
combinational: 0 / 0 / 0.304
clock: 0.0476 / 0.0559 / 0.0228
sequential: 0.187 / 0 / 0.309
total: 0.234 / 0.0559 / 0.637
-- cell usage after synthesis, types with 3 or more instances --
master,instances,share of area [%]
nand4_1,8,3.0
nand3_1,10,3.0
nor2_1,15,3.4
nor3_1,3,0.90
ha_1,5,3.8
nand2_1,4,0.90
a21oi_1,4,1.2
xnor2_1,16,8.4
nor4_1,7,2.6
nor2b_1,4,1.5
dfxtp_1,37,45
or3_1,6,2.3
inv_1,10,2.3
o21ai_0,5,1.5
or2_2,3,1.1
-- sequential cells by signal, indices dropped and copies added, names as in the netlist --
name / count
HEX0: 7
c.clkout: 1
c.count: 27
m.count: 3
-- worst paths after layout --
kind	slack [ps]	cells past startpoint	end
worst min register to register	470	1	c.count[20]
worst max-delay path	4080	5	c.clkout
worst max register to register	4080	5	c.clkout
worst min-delay path	470	1	c.count[20]
-- metal layers --
metal / up-vias / global-route usage (%) / wire length, µm
li1: 633 / - / -
met2: 21 / 5.92 / 1180
met3: 3 / 0.850 / 161
met5: - / 0 / 0
met1: 524 / 6.12 / 1470
met4: 0 / 0.377 / 25
-- worst max-delay path, stage by stage, from the launching register on --
cell	delay, ps
dfxtp_1	360
inv_1	70
ha_1	160
or4b_1	450
nor4_2	330
buf_4	270
-- layout by cell type (no fill, tap or decap), types with 3 or more instances in the layout --
cell,n
dfxtp_1,37
xnor2_1,16
nor2_1,15
inv_1,10
nand3_1,10
nand4_1,8
nor4_1,7
clkdlybuf4s50_1,7
or3_1,6
o21ai_0,5
ha_1,5
a21oi_1,4
nand2_1,4
nor2b_1,4
nor3_1,3
or2_2,3
clkbuf_8,3
-- kinds of logic (layout without fill, tap and decap cells) --
group	count (synthesis)	count (layout)	synth area share, %
simple gates	79	79	29.7
flops	38	38	46.5
xor+xnor	18	18	9.50
compound gates	15	15	5.66
buf+inv	12	22	3.02
fa+ha+maj	5	5	3.77
mux	3	3	1.89
-- per-stage QoR --
| step | worst slack (ps) | area, µm² |
|---|---|---|
| floorplan | 4230 | 1660 |
| global placement | 4060 | 1890 |
| detailed placement | 4080 | 1890 |
| CTS | 4060 | 1940 |
| global route | 3940 | 1940 |
| finish | 4080 | 1940 |
-- cell type report --
type | instances | area [µm²]
tap | 133 | 166
clock buffer | 4 | 45.0
sequential | 38 | 771
inverter | 10 | 37.5
timing repair buffer | 8 | 77.6
multi-input combinational | 120 | 838
fill | 1065 | 7930
Power figures rest on the tool's default switching activity, not on a simulated workload.
