`design/flow/run.sh`:
```
#!/bin/bash
# OpenROAD 26Q1-2900-gdf79404cd8, Yosys 0.63+post, stock flow scripts
make -C /OpenROAD-flow-scripts/flow DESIGN_CONFIG=/design/flow/config.mk WORK_HOME=/design/flow/orfs finish
```
`design/flow/config.mk`:
```
export PLATFORM = sky130hd
export DESIGN_NAME = Adder
export DESIGN_NICKNAME = Adder
export VERILOG_FILES = /design/flow/design.v
export SDC_FILE = /design/flow/constraint.sdc
export NUM_CORES = 4
export LEC_CHECK = 1
export CORE_UTILIZATION = 50
```
`design/flow/constraint.sdc`:
```
current_design Adder

set clk_period 5.6
set clk_io_pct 0.2

create_clock -name clk0 -period $clk_period [get_ports {KEY}]

set non_clock_inputs [all_inputs -no_clocks]
set_input_delay [expr $clk_period * $clk_io_pct] -clock clk0 $non_clock_inputs
set_output_delay [expr $clk_period * $clk_io_pct] -clock clk0 [all_outputs]
```
`design/flow/design.v`:
```
module Adder(KEY, HEX0, HEX1, HEX2, HEX3, HEX4, HEX5, HEX6, HEX7);
	output [6:0] HEX0, HEX1, HEX2, HEX3, HEX4, HEX5, HEX6, HEX7;
	input [3:0] KEY;
	wire [8:0] a, b;
	wire [15:0] c;
	wire [3:0] k = 4'b0000;
	counter c0 (a[7:4], KEY[3]);
	counter c1 (a[3:0], KEY[2]);
	counter c2 (b[7:4], KEY[1]);
	counter c3 (b[3:0], KEY[0]);
	adder a0 (a, b, c);
	decoder d0 (a[7:4], HEX7);
	decoder d1 (a[3:0], HEX6);
	decoder d2 (b[7:4], HEX5);
	decoder d3 (b[3:0], HEX4);
	decoder d4 (c[15:12], HEX3);
	decoder d5 (c[11:8], HEX2);
	decoder d6 (c[7:4], HEX1);
	decoder d7 (c[3:0], HEX0);
endmodule
module adder (a, b, out);
	input [8:0] a, b;
	output reg [15:0] out;
	reg [4:0] tmp1, tmp2;
	reg [3:0] c1 = 0;
	reg [3:0] c2 = 0;
	always @ (a, b) begin
		tmp1 = a[3:0] + b[3:0];
		if (tmp1 > 4'b1001) c1 = 1; else c1 = 0;
		if (tmp1 > 4'b1001) tmp1 = tmp1 - 4'b1010; else tmp1 = a[3:0] + b[3:0];
		tmp2 = a[7:4] + b[7:4] + c1;
		if (tmp2 > 4'b1001) c2 = 1; else c2 = 0;
		if (tmp2 > 4'b1001) tmp2 = tmp2 - 4'b1010; else tmp2 = a[7:4] + b[7:4] + c1;
		out[3:0] = tmp1[3:0];
		out[7:4] = tmp2[3:0];
		out[11:8] = c2;
	end
endmodule
module decoder(a, segs);
	input [3:0] a;
	output reg [6:0] segs;
	always @ (a)
		begin
			case (a)
				4'b0000: segs = 7'b1000000;
				4'b0001: segs = 7'b1111001;
				4'b0010: segs = 7'b0100100;
				4'b0011: segs = 7'b0110000;
				4'b0100: segs = 7'b0011001;
				4'b0101: segs = 7'b0010010;
				4'b0110: segs = 7'b0000010;
				4'b0111: segs = 7'b1111000;
				4'b1000: segs = 7'b0000000;
				4'b1001: segs = 7'b0010000;
				default: segs = 7'b1111111;
			endcase
		end
endmodule
module counter(value, key);
	output reg [3:0] value;
	input key;
	always @ (posedge key) begin
		if (value == 9) begin
			value = 0;
		end
		else value = value + 1;
	end
endmodule
```
==> results_slide.txt <==
Implementation Results

Drt
  – Drt wl/cell: 11.5 um
  – Ant diodes: 0
  – Initial DRC count: 82
  – Routed via count: 2496
  – Post-Route WL: 5750 um
  – Vias per inst: 4.97
  – DR pass1 iterations: 6
  – Drc violations: 0
  – Antenna viol nets, final: 0

STA
  – Slack of the critical path: -0.138 ns
  – Setup Viol. Count Final: 6
  – Fin. Hold Viols: 0
  – Cycle use final: 102%
  – Unrepaired setup endpoints after global routing: true
  – Worst-Margin Slew: 0.683 ns
  – Max Slew Vio Count: 0
  – Layout Skew: 0.000466 ns
  – Worst rel slew slack: 54.2%
  – Post-route minimum period: 5.74 ns
  – Maximum clock frequency: 174 MHz

Logic synthesis
  – Synthesized cell area: 2890 um^2
  – Count of library flops with an enable pin: 0
  – Ys Warns: 7
  – Synth async-reset ratio: 0%
  – Largest type area fraction: 30.5%
  – Synth Seq Share: 30.5%
  – Number of cells in Yosys stat: 342
  – Unique cell types: 50
  – Dominant cell type by area after synthesis: dfxtp_1
  – Synth Flop Type: dfxtp_1
  – Post-synth area from yosys stat: 2890 um^2
  – Synth Instances: 342
  – Ys flops: 44
  – Syn Area/Cell: 8.44 um^2
  – Top cells, area: dfxtp_1 (31%), ha_1 (16%), a21oi_1 (8.0%)

Clock tree
  – Clock Pin Slew Worst Setup and Hold Paths: 0.04 ns
  – Sink Count: 44
  – Clock Latency Late Sink: 0.21 ns
  – # hold bufs at CTS: 0
  – TritonCTS clock tree: yes

Layout
  – # fillers: 428
  – Comb. cell area: 1950 um^2
  – Area delta synth->final: 37.2%
  – Most frequent cells in the layout: a21oi_1 (43), dfxtp_1 (42), clkdlybuf4s50_1 (35)
  – Layout cells sized above 1: 22.6%
  – Register area: 883 um^2
  – Commonest Layout Cell: a21oi_1

Power and ir drop
  – Total power: 0.584 mW
  – Pwr dens: 147 nW/um^2
  – VDD IR max: 0.156 mV
  – LEAKAGE: 1.62 nW

Critical path
  – Element type at the critical path end: primary output
  – CP Data Arrival Time: 4.62 ns
  – Critical path class: flop to primary output
  – Critical path peak fanout: 4
  – Worst setup SP type: flop
  – Required @ worst endpoint: 4.48 ns

Placement
  – Hpwl dp: 3990 um
  – IO Port Bufs: 46
  – Final GP Congestion: 0.857
  – Place WS: -0.331 ns

GRT
  – Initial antenna violation count: 0
  – Vias in the first global route: 2326
  – First-pass GRT wire length: 9520 um
  – GR Overflow Total: 0
  – Tot GR Track Use: 19.1%
  – Largest net degree at the start of global routing: 17

Floorplanning
  – Initial cell density of the core: 52.1%
  – Core area: 5540 um^2
  – Die ar.: 6080 um^2
  – Cell Rows: 27
  – Chip Height: 78.0 um
  – Chip width: 78.0 um
  – I/O pin count: 60

Job
  – Max-Cap Viols: 0
  – Tool warnings: 139

Hold path
  – HP Class: flop to flop

Run status
  – Outcome: complete, but fails checks
  – Violated checks: negative setup slack
## cell type report
class	instances	area share (%)
clock buffer	15	4.45
multi-input combinational	251	49.2
sequential	44	22.3
clock inverter	1	0.126
inverter	36	3.41
tap	72	2.27
timing repair buffer	83	18.2
## final timing paths
| check | start | end | slack, ns | depth (start not counted) |
|---|---|---|---|---|
| worst min register to register | c0.value[0] | c0.value[0] | 0.57 | 1 |
| worst max register to register | c2.value[0] | HEX5[3] | 3.48 | 6 |
| worst max-delay path | c1.value[0] | HEX1[4] | -0.14 | 23 |
| worst min-delay path | c0.value[0] | c0.value[0] | 0.57 | 1 |
## power by group
part | switching (mW) | internal (mW)
clock network | 0.0740 | 0.195
logic | 0.000321 | 0
registers | 0 | 0.315
## kinds of logic (layout without fill, tap and decap cells)
kind of cell,after synthesis,after routing,share of synthesized area (%)
and+or+nand+nor,81,81,12.9
adders and majority gates,41,41,18.6
AOI/OAI and AO/OA,98,98,21.4
muxes,11,11,3.94
other,2,10,0.260
xor gates and xnor gates,10,10,3.03
buffers and inverters,55,135,9.45
DFF,44,44,30.5
## flip-flops by register name (all words and copies together) (netlist names)
register and cells:
HEX6 7, HEX4 7, c0.value 4, c1.value 4, HEX5 7, HEX7 7
c2.value 4, c3.value 4
## cell usage after synthesis (3+ instances only)
master	n
a21oi_1	46
dfxtp_1	44
ha_1	38
inv_1	36
nor2_1	30
nand2_1	17
o21ai_0	15
buf_4	13
nand3_1	10
mux2i_1	8
xnor2_1	8
a31oi_1	6
nor2b_1	5
nor3_1	5
a2bb2oi_1	4
nand2b_1	4
and3_1	3
fa_1	3
mux2_2	3
o22ai_1	3
or2_2	3
## critical path: stages, from the launching register on
cell and delay [ns]:
dfxtp_2 0.33, ha_4 0.16, fa_2 0.36, xnor2_2 0.19, ha_2 0.20, nand2_1 0.05, a32o_2 0.23, o31ai_4 0.27
fa_2 0.26, inv_2 0.04, fa_2 0.35, xor2_2 0.19, ha_2 0.19, nand2_1 0.05, a32o_2 0.24, o311ai_4 0.31
xnor2_2 0.20, inv_2 0.12, buf_6 0.14, ha_4 0.14, inv_2 0.05, mux2i_1 0.06, a22oi_1 0.16, buf_2 0.13
## per-stage QoR
step                setup TNS [ns]  util, %  hold slack [ns]  cells  instance area (um^2)
finish                      -0.439     71.5            0.571    502                  3960
global route                 -2.26     71.5            0.608    502                  3960
CTS                          -1.54     70.0            0.571    499                  3880
detailed placement           -2.04     63.8            0.569    472                  3530
global placement             -1.49     63.8            0.557    472                  3530
floorplan                        0        -            0.504    350                  2950
## timing repair
item	4_1_cts	5_1_grt
resized	56	12
setup endpoints to repair	7	7
pin swaps	25	16
setup buffers	10	3
cloned	1	0
## metal layers
metal	part of all wire (%)	vias to the layer above	GRT usage, %
li1	-	1325	-
met1	48	1124	26.6
met2	49	39	32.6
met3	2.0	8	2.39
met4	0.92	0	4.07
met5	0	-	0
No activity file was given, so power comes from the tool's default toggle rates.
